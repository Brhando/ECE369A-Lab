<file path="design/flow/constraint.sdc">
current_design RegisterFile

set clk_period 5.8
set clk_io_pct 0.2

create_clock -name clk0 -period $clk_period [get_ports {Clk}]

set non_clock_inputs [all_inputs -no_clocks]
set_input_delay [expr $clk_period * $clk_io_pct] -clock clk0 $non_clock_inputs
set_output_delay [expr $clk_period * $clk_io_pct] -clock clk0 [all_outputs]
</file>
<file path="design/flow/design.v">
`timescale 1ns / 1ps
	module RegisterFile(
    input  wire [4:0]  ReadRegister1,
    input  wire [4:0]  ReadRegister2,
    input  wire [4:0]  WriteRegister,
    input  wire [31:0] WriteData,
    input  wire        RegWrite,
    input  wire        Clk,
    output reg  [31:0] ReadData1,
    output reg  [31:0] ReadData2
	);
    reg [31:0] regs [31:0];
    integer i;
    initial begin
        for (i = 0; i < 32; i = i + 1)
            regs[i] = 32'b0;
    end
    always @(posedge Clk) begin
        if (RegWrite && (WriteRegister != 5'd0))
            regs[WriteRegister] <= WriteData;
        regs[5'd0] <= 32'b0;  
    end
    always @(negedge Clk) begin
        ReadData1 <= (ReadRegister1 == 5'd0) ? 32'b0 : regs[ReadRegister1];
        ReadData2 <= (ReadRegister2 == 5'd0) ? 32'b0 : regs[ReadRegister2];
    end
endmodule
</file>
<file path="design/flow/config.mk">
export PLATFORM = sky130hd
export DESIGN_NAME = RegisterFile
export DESIGN_NICKNAME = RegisterFile
export VERILOG_FILES = /design/flow/design.v
export SDC_FILE = /design/flow/constraint.sdc
export NUM_CORES = 4
export LEC_CHECK = 1
export CORE_UTILIZATION = 30
</file>
<file path="design/flow/run.sh">
#!/bin/bash
# OpenROAD 26Q1-2900-gdf79404cd8, Yosys 0.63+post, stock flow scripts
make -C /OpenROAD-flow-scripts/flow DESIGN_CONFIG=/design/flow/config.mk WORK_HOME=/design/flow/orfs finish
</file>
==> flow_metrics.env <==
# implementation run metrics
export IMPL_status="completed"
export IMPL_drv_cap=0
export IMPL_ff_type="edfxtp_1"
export IMPL_internal_power_uw=13200
export IMPL_warnings=89
export IMPL_first_pass_iters=7
export IMPL_viasPerCell=5.46
export IMPL_wl_per_cell_um=30.8
export IMPL_clock_sinks=1056
export IMPL_final_setup_worst_slack_ns=0.0484
export IMPL_critPathKind="reg2out"
export IMPL_syn_to_final_growth_pct=21.4
export IMPL_place_ws_ns=-0.224
export IMPL_ys_seq_frac=0.654
export IMPL_top_cell="edfxtp_1"
export IMPL_antenna_found_initial=3
export IMPL_worstPathCellList="clkdlybuf4s50_1"
export IMPL_endpoint_kind="output port"
export IMPL_cp_start_kind="flip-flop"
export IMPL_r2r_start="regs[19][23]"
export IMPL_rsz0062_at_grt="no"
export IMPL_ir_drop_mv=0.235
export IMPL_power_density_nw_per_um2=297
export IMPL_die_w_um=400
export IMPL_synth_seq_cells=1056
export IMPL_cp_num_cells=1
export IMPL_synthTopCellsByArea="edfxtp_1 63%, mux4_2 20%, mux2_2 3.4%"
export IMPL_cts_buffers=103
export IMPL_relSlewSlack=0.280
export IMPL_top_area_frac=0.627
export IMPL_timing_critical_path_max_delay_family="buffers and inverters"
export IMPL_arrival_ns=4.59
export IMPL_fin_cells=5044
export IMPL_dp_final_hpwl_um=104000
export IMPL_synth_cells=2462
export IMPL_r2r_end="ReadData1[23]"
export IMPL_ios=113
export IMPL_chipArea_um2=160000
export IMPL_utilization=0.368
export IMPL_clkTransAtPathRegs_ns=0.06
export IMPL_min_from="WriteData[19]"
export IMPL_p_sw_frac=0.231
export IMPL_crit_slowest_cell="clkdlybuf4s50_1"
export IMPL_finalWirelength_um=156000
export IMPL_clock_path_buffers=3
export IMPL_place_area_um2=54000
export IMPL_dr_total_vias=27500
export IMPL_reg2reg_slack_ns=1.15
export IMPL_p_switching_uw=3960
export IMPL_combPwrFrac=0.093
export IMPL_grt_max_degree=44
export IMPL_die_y_um=400
export IMPL_syn_area_per_cell_um2=19.3
export IMPL_ys_warn_count=1
export IMPL_leakage_uw=0.0187
export IMPL_drc=0
export IMPL_fin_skew_ns=0.0247
export IMPL_cts_tree="yes"
export IMPL_edf_count=992
export IMPL_port_buffers=112
export IMPL_grt_pass1_vias=30800
export IMPL_core_area_um2=157000
export IMPL_layout_drive_gt1_share=0.385
export IMPL_drt_initial_drc_count=1921
export IMPL_critPathBufInv=1
export IMPL_syn_area_um2=47500
export IMPL_fin_area_um2=57700
export IMPL_worstMarginPinSlew_ns=1.08
export IMPL_synthArstFlopShare=0
export IMPL_grt_first_pass_wirelength_um=221000
export IMPL_clock_latency_ns=0.70
export IMPL_holdWs_ns=1.27
export IMPL_hp_class="in2reg"
export IMPL_gp_congestion=0.929
export IMPL_cts_root_buffer="clkbuf_16"
export IMPL_setup_viol=0
export IMPL_critical_path_max_stage_delay_ns=0.54
export IMPL_fp_utilization=0.303
export IMPL_rows=145
export IMPL_ys_area_um2=47500
export IMPL_hold_path_end="regs[16][19]"
export IMPL_ys_cells=2462
export IMPL_worstPathRequired_ns=4.64
export IMPL_synthDistinctLibCells=38
export IMPL_common_cells="992 x edfxtp_1, 431 x mux4_2, 143 x mux2_2, 95 x clkbuf_1, 91 x nand2_1"
export IMPL_dp_cells=4785
export IMPL_track_usage=0.211
export IMPL_finalHoldViolCount=0
export IMPL_grt_overflow=0
export IMPL_n_antenna_cell=0
export IMPL_hold_path_depth=2
export IMPL_ff2ff_path_depth=5
export IMPL_ant_nets=0
export IMPL_htreeDepth=3
export IMPL_seqPwrFrac=0.503
export IMPL_cp_max_fo=1
export IMPL_drv_slew=0
export IMPL_yosys_area_top_type="edfxtp_1"
export IMPL_clockPowerShare=0.404
cell usage in the layout (no fill, tap or decap), types with 60 or more instances in the layout:
| cell type | count |
|---|---|
| buf_4 | 281 |
| mux4_2 | 431 |
| inv_1 | 82 |
| edfxtp_1 | 992 |
| clkbuf_16 | 111 |
| buf_12 | 71 |
| nand2_1 | 91 |
| mux2i_1 | 68 |
| a221oi_1 | 60 |
| nor2b_1 | 74 |
| clkdlybuf4s50_1 | 98 |
| mux2_2 | 143 |
flip-flops by register name, indices dropped and copies added (netlist names):
signal	flops
ReadData2	32
ReadData1	32
regs	992
cells by family (layout without fill, tap and decap cells):
group / after synthesis / count (layout) / synth area share
muxes: 642 / 642 / 0.253
DFF: 1056 / 1056 / 0.654
AOI/OAI and AO/OA: 265 / 265 / 0.0418
buffers and inverters: 214 / 738 / 0.0219
and+or+nand+nor: 285 / 285 / 0.0294
power groups by stage:
| stage | logic (µW) | registers [µW] | clock network, µW |
|---|---|---|---|
| 5_1_grt | 1710 | 8620 | 7320 |
| 4_1_cts | 1610 | 8600 | 6990 |
| 6_report | 1600 | 8610 | 6900 |
worst reg2reg max path, stage by stage (launching register included):
cell and delay (ns):
edfxtp_1 0.34, mux4_2 0.23, inv_1 0.05, a21oi_1 0.15
o22ai_1 0.09, nor3_1 0.69
how the worst max path moves through the flow:
| stage | from | to |
|---|---|---|
| after CTS | ReadData1[9] | ReadData1[9] |
| after global routing | ReadData2[12] | ReadData2[12] |
| final | ReadData1[10] | ReadData1[10] |
stage by stage:
| stage | TNS, ns | power (µW) |
|---|---|---|
| detailed placement | -6.93 | 10400 |
| global route | 0 | 17600 |
| global placement | -6.72 | 10400 |
| finish | 0 | 17100 |
| floorplan | 0 | 9550 |
| CTS | 0 | 17200 |
per-layer routing:
metal | track usage | part of all wire | wire length [µm] | vias to the layer above
li1 | - | - | - | 11400
met1 | 0.230 | 0.31 | 48700 | 13800
met2 | 0.287 | 0.43 | 66800 | 2107
met3 | 0.216 | 0.23 | 35700 | 267
met4 | 0.0451 | 0.027 | 4150 | 10
met5 | 0.0133 | 0.0011 | 170 | -
final cells by class:
cell class / instances / area (µm²)
Sequential cell: 1056 / 31100
Tap cell: 2058 / 2570
Fill cell: 14300 / 99100
Multi-Input combinational cell: 1192 / 15600
Clock buffer: 137 / 2930
Inverter: 16 / 60.1
Timing Repair Buffer: 462 / 4650
Clock inverter: 123 / 693
what timing repair did:
| action | CTS | global route |
|---|---|---|
| endpoints found under the setup margin | 19 | 13 |
| resized | 20 | 13 |
| hold buffers | 0 | 0 |
| buffers inserted | 0 | 0 |
| gates cloned | 0 | 0 |
Power figures rest on the tool's default switching activity, not on a simulated workload.
