==> flow/design.v <==
`timescale 1ns / 1ps
module InstructionFetchUnit(Instruction, PCResult, Reset, Clk);
    input Reset, Clk;
    output [31:0] PCResult, Instruction;
    wire [31:0] PCAddResult;
    ProgramCounter pc ( 
    .Address(PCAddResult),
    .PCResult(PCResult),
    .Reset(Reset),
    .Clk(Clk));
    InstructionMemory im(
    .Address(PCResult),
    .Instruction(Instruction));
    PCAdder adder(
    .PCResult(PCResult),
    .PCAddResult(PCAddResult));
endmodule
`timescale 1ns / 1ps
module InstructionMemory(Address, Instruction); 
    input [31:0] Address;         
    output reg [31:0] Instruction;     
    reg [31:0] mem [0:127];
    integer i;  
    initial begin
        for (i = 0; i < 128; i = i + 1) begin
            mem[i] = i * 32'd3;
        end
    end
    always @(*) begin
        Instruction = mem [Address[8:2]];
    end
endmodule
`timescale 1ns / 1ps
module PCAdder(PCResult, PCAddResult);
    input [31:0] PCResult;
    output [31:0] PCAddResult;
    assign PCAddResult = PCResult + 32'd4;
endmodule
`timescale 1ns / 1ps
module ProgramCounter(Address, PCResult, Reset, Clk);
	input [31:0] Address;
	input Reset, Clk;
	output reg [31:0] PCResult;
	always @(posedge Clk or posedge Reset) begin
		if (Reset)  
	        PCResult <= 32'b0;
	    else  
		PCResult <= Address;
	end
endmodule
module ClkDiv(Clk, Rst, ClkOut);
   input Clk, Rst;
   output reg ClkOut;
  parameter DivVal = 50000000;  
   reg [25:0] DivCnt;
   reg ClkInt;
   always @(posedge Clk) begin
      if( Rst == 1 )begin
         DivCnt <= 0;
         ClkOut <= 0;
         ClkInt <= 0;
      end
      else begin
         if( DivCnt == DivVal ) begin
            	ClkOut <= ~ClkInt;
            	ClkInt <= ~ClkInt;
            	DivCnt <= 0;
         end
         else begin
            	ClkOut <= ClkInt;
            	ClkInt <= ClkInt;
            	DivCnt <= DivCnt + 1;
         end
      end
   end
endmodule
`timescale 1ns / 1ps
module SevenSegment(numin, segout);
    input	[3:0] numin;
    output	reg [6:0] segout;     
    always @(numin)
    begin
        case (numin)
                4'b0000: segout <= 7'b0000001;     
                4'b0001: segout <= 7'b1001111;     
                4'b0010: segout <= 7'b0010010;     
                4'b0011: segout <= 7'b0000110;     
                4'b0100: segout <= 7'b1001100;     
                4'b0101: segout <= 7'b0100100;     
                4'b0110: segout <= 7'b0100000;     
                4'b0111: segout <= 7'b0001111;     
                4'b1000: segout <= 7'b0000000;     
                4'b1001: segout <= 7'b0000100;     
                4'b1010: segout <= 7'b0001000;     
                4'b1011: segout <= 7'b1100000;     
                4'b1100: segout <= 7'b0110001;     
                4'b1101: segout <= 7'b1000010;     
                4'b1110: segout <= 7'b0110000;     
                4'b1111: segout <= 7'b0111000;     
                default: segout <= 7'b1111111;   
       endcase
     end
endmodule
`timescale 1ns / 1ps
module Two4DigitDisplay(Clk, NumberA, NumberB, out7, en_out);
    parameter NUM_WIDTH = 16;
    input  Clk;
    input  [NUM_WIDTH - 1:0] NumberA, NumberB;
    output [6:0] out7;  
    output reg [7:0] en_out;
    reg  [3:0] in4;        
    wire [3:0] firstdigitA;
    wire [3:0] seconddigitA;
    wire [3:0] thirddigitA;
    wire [3:0] forthdigitA;
    wire [3:0] firstdigitB;
    wire [3:0] seconddigitB;
    wire [3:0] thirddigitB;
    wire [3:0] forthdigitB;
    SevenSegment m1(in4, out7);
    reg  [19:0] cnt = 19'd0;
    always @(posedge Clk) begin
        cnt <= cnt + 1;
    end
    assign firstdigitA = NumberA[3:0];
    assign seconddigitA = NumberA[7:4];
    assign thirddigitA = NumberA[11:8];
    assign forthdigitA = NumberA[15:12];
    assign firstdigitB = NumberB[3:0];
    assign seconddigitB = NumberB[7:4];
    assign thirddigitB = NumberB[11:8];
    assign forthdigitB = NumberB[15:12];
    always @(cnt) begin
        case(cnt[19:17])   
            3'b000: begin en_out <= 8'b11111110; in4 <= firstdigitA; end
            3'b001: begin en_out <= 8'b11111101; in4 <= seconddigitA; end
            3'b010: begin en_out <= 8'b11111011; in4 <= thirddigitA; end
            3'b011: begin en_out <= 8'b11110111; in4 <= forthdigitA; end
            3'b100: begin en_out <= 8'b11101111; in4 <= firstdigitB; end
            3'b101: begin en_out <= 8'b11011111; in4 <= seconddigitB; end
            3'b110: begin en_out <= 8'b10111111; in4 <= thirddigitB; end
            3'b111: begin en_out <= 8'b01111111; in4 <= forthdigitB; end
            default: begin en_out <= 8'b11111111; in4 <= 4'b1111; end 
        endcase
     end
endmodule
`timescale 1ns / 1ps
module Top(Reset, Clk, out7, en_out
    );
    input Reset, Clk;
    wire ClkOut;
    wire [31:0] Instruction, PCResult;
    output [6:0] out7;  
    output [7:0] en_out;
    ClkDiv clk(
    .Clk(Clk),
    .Rst(0),
    .ClkOut(ClkOut));
    InstructionFetchUnit IFU(
    .Instruction(Instruction),
    .PCResult(PCResult),
    .Reset(Reset),
    .Clk(ClkOut));
    Two4DigitDisplay TDD(
    .NumberA(Instruction[15:0]),
    .NumberB(PCResult[15:0]),
    .Clk(Clk),
    .out7(out7),
    .en_out(en_out)
    );
endmodule
==> flow/run.sh <==
#!/bin/bash
# OpenROAD 26Q1-2900-gdf79404cd8, Yosys 0.63+post, stock flow scripts
make -C /OpenROAD-flow-scripts/flow DESIGN_CONFIG=/design/flow/config.mk WORK_HOME=/design/flow/orfs finish
==> flow/config.mk <==
export PLATFORM = sky130hd
export DESIGN_NAME = Top
export DESIGN_NICKNAME = Top
export VERILOG_FILES = /design/flow/design.v
export SDC_FILE = /design/flow/constraint.sdc
export NUM_CORES = 4
export LEC_CHECK = 1
export CORE_UTILIZATION = 40
export SYNTH_MEMORY_MAX_BITS = 65536
==> flow/constraint.sdc <==
current_design Top

set clk_period 3.0
set clk_io_pct 0.2

create_clock -name clk0 -period $clk_period [get_ports {Clk}]

set non_clock_inputs [all_inputs -no_clocks]
set_input_delay [expr $clk_period * $clk_io_pct] -clock clk0 $non_clock_inputs
set_output_delay [expr $clk_period * $clk_io_pct] -clock clk0 [all_outputs]
==> highlights.md <==
## Routing
* via count: 2366
* antenna fix cells: 0
* Initial DRC Count: 75
* post-detailed-route via-to-cell ratio: 4.97
* Pre-Repair DR Iteration Count: 5
* residual DRC count: 0
* sum of routed wire length over all layers: 5.69 mm
* Post-DRT Antenna Nets: 0
* Routed wire per std cell: 11.9 um

## Critical path
* Max stage delay on crit path: 0.38 ns
* cells along the critical path: buf_6 > mux2i_2 > mux2i_1 > nand2_1 > o221ai_4 > buf_4 > buf_4 > ha_1 > mux2i_1 > mux2i_1 > dlygate4sd2_1
* crit path capture type: primary output
* library cell contributing the largest single delay on the critical path: dfxtp_4
* launching element type of the critical path: flop
* critical path data required time: 2.40 ns
* Setup Crit Path Kind: flop to primary output
* most common cell type on the critical path: mux2i_1
* CP top delay family: buffers and inverters
* endpoint arrival time on the critical path: 2.28 ns
* total buffers and inverters traversed by the critical path: 4
* top fanout value on the critical path: 5
* CP Launch Point: TDD.cnt[17]
* worst flop-to-flop path startpoint: clk.DivCnt[2]

## Pwr
* maximum VDD drop: 0.340 mV
* Overall Power: 1.10 mW
* static leakage: 1.55 nW
* Power per Cell Area: 288 nW/um^2

## Layout
* Multi-input gate area: 1840 um^2
* utilization after layout: 49.4%
* FF/Latch Area: 1310 um^2
* most used cells in the layout excluding fill and tap cells: dfxtp_1 (43), xnor2_1 (33), nor2_1 (29)
* share of cells above drive strength 1: 16.8%
* highest-count logic cell in the final layout: dfxtp_1
* # fillers: 711
* synthesis-to-finish area growth: 19.9%

## Final timing
* final critical delay including setup and external delays: 2.88 ns
* setup TNS: 0 ns
* final cycle utilization of the critical path: 95.9%
* slew at the pin closest to its max-slew limit: 0.510 ns
* achievable frequency: 348 MHz
* Hold Violations, Final: 0
* clock skew after layout: 0.00358 ns
* final slew viol count: 0
* count of unclocked register or latch pins: 14
* count of endpoints without a timing constraint: 14
* setup repair after global routing missed its margin: yes
* Finish-stage setup viols: 0
* final hold slack: 0.438 ns
* worst slew margin relative to its limit: 66.0%

## Logic synthesis
* Seq/Total Area, Yosys: 40.9%
* FA/HA/MAJ Cells, Area Fraction: 5.50%
* Simple-Gate Area Share: 23.1%
* total number of yosys warnings: 6
* AO/OA Area Share: 7.39%
* Post-Synthesis Mean Instance Area: 9.37 um^2
* count of flip-flops with a built-in enable after synthesis: 1
* flops out of synthesis: 61
* tally of unique sky130hd cells used after synthesis: 52
* YS chip area: 3180 um^2
* yosys cell count: 340
* area fraction in xor and xnor cells: 14.3%
* asr flop ratio synth: 23.0%
* top logic cell family in the synthesized netlist: simple AND/OR/NAND/NOR gates
* instance tally after logic synthesis: 340
* Top FF cell, synth: dfxtp_1
* area fraction in mux cells: 4.24%
* synthesized cell area: 3180 um^2

## Floorplan
* Die Wd: 91.2 um
* area of the die: 8320 um^2
* standard-cell row count: 32
* count of pins on the block boundary: 17
* Std-Cell Core Area: 7730 um^2
* vertical die dimension: 91.2 um
* FP Util: 41.2%

## Clocking
* clock input transition at the sequential cells of the worst setup and hold paths: 0.08 ns
* TritonCTS clock tree: yes
* cts bufs inserted: 5
* CTS root buffer: clkbuf_8
* CTS HTree Levels: 2
* Latency at later pin: 0.30 ns
* maximum buffer depth of the clock tree: 2

## Place
* global placement routability congestion: 0.915
* DP Wirelength: 4.08 mm
* port bufs: 16

## Worst hold path
* path class of the lowest-slack min-delay path: flop to flop
* beginning of the worst hold path: TDD.cnt[0]

## Job
* total of max-cap violations: 0
* number of OpenROAD warnings: 35

## Global route
* number of antenna violations at the first check in global routing: 0
* via count of the first global-routing pass: 2281
* GRT Overall Usage: 14.9%
* pin count of the biggest net entering global routing: 16
* wire length of the first global-routing pass: 10.0 mm
* global-route congestion overflow total: 0

## Run status
* outcome: finished, final reports clean

-- power breakdown --
group | internal [mW] | switching, mW | total (mW)
clock | 0.270 | 0.204 | 0.474
sequential | 0.622 | 0 | 0.622
combinational | 0.00121 | 0.00350 | 0.00471
total | 0.893 | 0.208 | 1.10
-- kinds of logic (layout without fill, tap and decap cells) --
group,Yosys count,after routing
and+or+nand+nor,139,139
DFF,61,61
xor gates and xnor gates,52,52
buffers and inverters,32,66
AOI/OAI and AO/OA,30,30
adders and majority gates,14,14
muxes,12,12
-- cell usage after synthesis, types with 3 or more instances --
library cell,n,area [um^2]
nor4b_1,3,26.3
nor2b_1,4,25.0
ha_1,14,175
mux2i_1,9,90.1
dfrtp_1,14,350
inv_1,17,63.8
nor3_1,4,20.0
nand4_1,12,75.1
nand2b_1,3,18.8
nand2_1,30,113
o21ai_0,6,30.0
and3_1,6,37.5
and4_1,5,43.8
buf_2,3,15.0
xnor2_1,33,289
nand3_1,25,125
dfxtp_1,46,921
or3_1,6,37.5
nor2_1,30,113
xor2_1,19,166
clkbuf_1,6,22.5
a21oi_1,4,20.0
-- through the flow --
stage                     instances  cell area (um^2)  worst slack, ns
final                           476              3820            0.123
after global placement          459              3510            0.124
after detailed placement        459              3510           0.0935
after floorplan                 340              3180            0.311
after CTS                       475              3740          -0.0108
after global routing            476              3820          -0.0264
-- layer usage --
| metal | track usage (%) | vias up | routed length [um] |
|---|---|---|---|
| met2 | 23.4 | 27 | 2470 |
| met3 | 1.96 | 8 | 146 |
| met5 | 0 | - | 0 |
| met1 | 23.4 | 1094 | 3010 |
| li1 | - | 1237 | - |
| met4 | 1.46 | 0 | 61 |
-- area by class of cell --
type,count,share of cell area [%]
Sequential cell,61,34.4
Clock buffer,6,2.16
Multi-Input combinational cell,247,48.1
Timing Repair Buffer,40,9.31
Inverter,18,1.77
Clock inverter,2,0.918
Tap cell,102,3.34
-- worst paths after layout --
check | to | slack, ns | cells past startpoint
worst max-delay path | out7[3] | 0.12 | 11
worst min-delay path | TDD.cnt[0] | 0.44 | 1
worst max register to register | clk.DivCnt[21] | 1.01 | 5
worst min register to register | TDD.cnt[0] | 0.44 | 1
-- sequential cells by signal, summed over array words and instances, names as in the netlist --
signal           cells
TDD.cnt             20
IFU.pc.PCResult     14
clk.ClkOut           1
clk.DivCnt          26
-- what timing repair did --
| action | 4_1_cts | 5_1_grt |
|---|---|---|
| setup endpoints to repair | 7 | 4 |
| endpoints found under the hold margin | 0 | 0 |
| buffers inserted | 8 | 1 |
| gates resized | 23 | 16 |
| hold buffers | 0 | 0 |
| pin swaps | 6 | 4 |
-- worst reg2reg max path, stage by stage, from the launching register on --
cell	delay [ns]
dfxtp_1	0.43
and4_1	0.37
nand4_4	0.16
or3b_1	0.49
or3_1	0.35
a21oi_1	0.13
Power and IR drop assume default switching activity.
